--- design/flow/run.sh ---
#!/bin/bash
# OpenROAD 26Q1-2900-gdf79404cd8, Yosys 0.63+post, stock flow scripts
make -C /OpenROAD-flow-scripts/flow DESIGN_CONFIG=/design/flow/config.mk WORK_HOME=/design/flow/orfs finish
--- design/flow/config.mk ---
export PLATFORM = sky130hd
export DESIGN_NAME = multipli
export DESIGN_NICKNAME = multipli
export VERILOG_FILES = /design/flow/design.v
export SDC_FILE = /design/flow/constraint.sdc
export NUM_CORES = 4
export LEC_CHECK = 1
export CORE_UTILIZATION = 50
export SYNTH_HDL_FRONTEND = slang
--- design/flow/design.v ---
package scoreboard_pkg;
  class scoreboard;
    task automatic compare(logic signed [15:0] real_val,
                           logic signed [15:0] ideal_val);
      if (real_val === ideal_val)
        $display("[%0t] OK   -> %0d == %0d", $time, real_val, ideal_val);
      else
        $error("[%0t] ERROR -> DUV=%0d  REF=%0d", $time, real_val, ideal_val);
    endtask
  endclass
endpackage
module multipli #(
  parameter int tamano = 8
)(
  input  logic                          CLOCK,
  input  logic                          RESET,      
  input  logic                          START,
  input  logic signed [tamano-1:0]      A,          
  input  logic signed [tamano-1:0]      B,          
  output logic signed [2*tamano-1:0]    S,          
  output logic                          END_MULT
);
  localparam int W_ACC = tamano + 2;                  
  localparam int W_QAX = W_ACC + tamano + 1;          
  typedef enum logic [2:0] { IDLE, INIT, OP, SHIFT, NOTIFY } state_t;
  state_t state, next_state;
  logic signed [W_ACC-1:0] Accu;         
  logic signed [W_ACC-1:0] M_ext;        
  logic        [tamano-1:0] LO;          
  logic                     X;           
  logic [$clog2(tamano+1)-1:0] count;    
  always_ff @(posedge CLOCK or negedge RESET) begin
    if (!RESET)
      state <= IDLE;
    else
      state <= next_state;
  end
  always_ff @(posedge CLOCK or negedge RESET) begin
    if (!RESET) begin
      Accu     <= '0;
      M_ext    <= '0;
      LO       <= '0;
      X        <= 1'b0;
      count    <= '0;
      END_MULT <= 1'b0;
    end else begin
      unique case (state)
        IDLE: begin
          END_MULT <= 1'b0;
        end
        INIT: begin
          Accu     <= '0;
          LO       <= A;    
          M_ext    <= {{(W_ACC-tamano){B[tamano-1]}}, B};
          X        <= 1'b0;
          count    <= '0;
          END_MULT <= 1'b0;
        end
        OP: begin
          logic [2:0] code;
          code = {LO[1:0], X};
          unique case (code)
            3'b000, 3'b111: Accu <= Accu;                   
            3'b001, 3'b010: Accu <= Accu +      M_ext;      
            3'b011:         Accu <= Accu + (M_ext <<< 1);   
            3'b100:         Accu <= Accu - (M_ext <<< 1);   
            3'b101, 3'b110: Accu <= Accu -      M_ext;      
            default:        Accu <= Accu;
          endcase
          count <= count + 2;
        end
        SHIFT: begin
          logic signed [W_QAX-1:0] QAX;
          QAX = {Accu, LO, X};   
          QAX = QAX >>> 2;       
          {Accu, LO, X} <= QAX;
        end
        NOTIFY: begin
          END_MULT <= 1'b1;
        end
        default: begin
          END_MULT <= 1'b0;
        end
      endcase
    end
  end
  always_comb begin
    next_state = state;
    unique case (state)
      IDLE:    next_state = (START) ? INIT       : IDLE;
      INIT:    next_state = OP;
      OP:      next_state = SHIFT;
      SHIFT:   next_state = (count >= tamano) ? NOTIFY : OP;
      NOTIFY:  next_state = (START) ? NOTIFY    : IDLE;
      default: next_state = IDLE;
    endcase
  end
  assign S = {Accu[tamano-1:0], LO};
endmodule
--- design/flow/constraint.sdc ---
current_design multipli

set clk_period 5.6
set clk_io_pct 0.2

create_clock -name clk0 -period $clk_period [get_ports {CLOCK}]

set non_clock_inputs [all_inputs -no_clocks]
set_input_delay [expr $clk_period * $clk_io_pct] -clock clk0 $non_clock_inputs
set_output_delay [expr $clk_period * $clk_io_pct] -clock clk0 [all_outputs]
==> impl_metrics.py <==
# Synthesis and PnR figures
metrics = {
    "status": {
        "run_status": "completed",
    },
    "sta": {
        "max_slew_margin": 0.456,
        "setup_violations": 0,
        "hold_violations": 0,
        "skew_ns": 0.0106,
        "tns_ns": 0,
        "fmax_ghz": 0.311,
        "period_minus_slack_ns": 3.21,
        "slew_at_the_pin_closest_to_its_max_slew_limit_ns": 0.812,
        "timing.final.max_slew_violations": 0,
        "timing.final.crit_share": 0.573,
        "rsz0062_at_grt": "no",
    },
    "clock_network": {
        "worst_skew_pair.late_latency_ns": 0.30,
        "post_cts_buffers": 0,
        "root_buffer_master": "clkbuf_8",
        "clockBufferDepth": 2,
        "tritoncts_clock_tree": "built",
        "cts_num_sinks": 36,
        "htreeDepth": 2,
        "path_clk_slew_ns": 0.09,
        "number_of_clock_buffers_inserted_by_tritoncts": 5,
        "post_cts.resized_instances": 0,
        "cts_hold_repair.buffers": 0,
    },
    "min_path": {
        "hold_class": "reg -> reg",
        "hold_path_depth": 2,
    },
    "die": {
        "floorplan.rows": 26,
        "chipArea_um2": 5760,
        "floorplan.core_area_um2": 5170,
        "fp_util": 0.528,
        "die_y_um": 75.9,
        "die_w_um": 75.9,
        "ios": 36,
    },
    "detailed_routing": {
        "num_antenna_cells": 0,
        "ratio_of_routed_vias_to_standard_cells": 5.55,
        "wirelength_um": 6240,
        "drt-wirelength-per-cell_um": 15.8,
        "detailedRoute.firstPassIterationCount": 4,
        "remaining_drc_errors": 0,
        "via_count": 2188,
        "initialDrtViolationCount": 102,
        "drt.antenna.violating_nets": 0,
    },
    "placement": {
        "globalplace.congestion": 0.934,
        "dp.cells": 386,
        "detailed_placer_s_ending_hpwl_um": 4610,
        "port-buffer-count": 35,
    },
    "layout": {
        "finalNonFillerCells": 394,
        "post_route_cells_drive_above_1_share": 0.0895,
        "final_core_utilization": 0.610,
        "area.growth.synth_to_final_pct": 15.5,
    },
    "run": {
        "drv.max_cap_violation_count": 0,
        "tool_warnings": 26,
    },
    "critical_path": {
        "reg2regPathDepth": 9,
        "crit_type": "reg -> reg",
        "critical_path.startpoint_type": "flop",
        "cp-end-kind": "flop",
        "worst_ep_arrival_time_ns": 3.42,
        "worstPathCellList": "nor3b_2, mux2i_1, ha_1, nor2b_1, o31ai_1, a21boi_1, o21a_1, o21a_1, o31ai_1",
        "worst_ep_required_time_ns": 5.81,
        "cpMaxStageDelayCell": "nor3b_2",
        "max_stage_delay_ns": 0.73,
        "worst-path-max-fanout": 13,
    },
    "yosys": {
        "ys_warn_count": 0,
        "synth_chip_area_um2": 2730,
        "ys_cells": 299,
        "yosysSeqAreaShare": 0.330,
        "synth.cell_area_um2": 2730,
        "synth-seq-cells": 36,
        "syn-mean-instance-area_um2": 9.14,
        "flop_cell": "dfrtp_1",
        "synth_cell_types": 55,
        "gate_count_after_technology_mapping": 299,
        "async_reset_ff_frac": 1.00,
        "edf_count": 0,
    },
    "global_routing": {
        "grt_max_degree": 37,
        "grt_antenna_before_repair": 0,
        "grt.total_usage": 0.235,
        "grt_first_pass_wirelength_um": 10400,
        "overflow": 0,
        "grt_pass1_vias": 2066,
    },
    "pwr": {
        "peakVddDrop_uv": 315,
        "power.density_nw_per_um2": 732,
        "power.leakage_nw": 1.33,
    },
}
layout make-up:
| class | instances | area, µm² |
|---|---|---|
| clock buffer | 5 | 68.8 |
| clock inverter | 3 | 23.8 |
| fill | 467 | 2020 |
| inverter | 12 | 45.0 |
| multi-input combinational | 230 | 1660 |
| sequential | 36 | 902 |
| tap | 70 | 87.6 |
| timing repair buffer | 38 | 368 |
metrics by stage:
stage	cell area (µm²)	total power (W)	setup WS [ns]	hold WS (ns)
finish	3150	0.00231	2.39	0.491
detailed placement	3060	0.00211	2.41	0.477
CTS	3150	0.00233	2.40	0.491
global route	3150	0.00254	2.02	0.509
global placement	3060	0.00212	2.42	0.475
floorplan	2730	0.00176	2.69	0.372
kinds of logic (layout without fill, tap and decap cells):
| logic type | Yosys count | count (layout) | share of synthesized area |
|---|---|---|---|
| multiplexers | 17 | 17 | 0.0655 |
| flip-flops | 36 | 36 | 0.330 |
| AND/OR/NAND/NOR | 83 | 83 | 0.147 |
| XOR/XNOR | 26 | 26 | 0.0834 |
| buffers and inverters | 33 | 58 | 0.0623 |
| adder cells (fa/ha/maj) | 21 | 21 | 0.102 |
| AND-OR/OR-AND | 83 | 83 | 0.210 |
critical path, delay by kind of cell (launching register included):
kind / cells / cell delay [ns]
fa+ha+maj: 1 / 0.28
mux: 1 / 0.38
simple gates: 2 / 0.87
compound gates: 5 / 1.07
flops: 1 / 0.52
layout by cell type (no fill, tap or decap), types with 3 or more instances in the layout:
cell,n
mux2_2,7
a221oi_1,3
buf_4,3
nand2_1,24
clkdlybuf4s50_1,34
dfrtp_1,35
xnor2_1,19
nand3_1,7
o21ai_0,16
and3_1,3
xor2_1,7
mux2i_1,10
inv_1,12
a21oi_1,14
o31ai_1,3
clkbuf_8,5
nor3_1,7
ha_1,19
nor2_1,26
a222oi_1,3
a21o_1,5
o21a_1,6
o21ai_1,7
registers in the layout, indices dropped and copies added, names as in the netlist:
name	cells
count	3
LO	8
state	5
Accu	10
END_MULT	1
X	1
M_ext	8
Yosys cell counts (3+ instances only):
master	instances	area (µm²)
buf_2	4	20.0
nor3_1	7	35.0
o31ai_1	3	22.5
a21o_1	5	37.5
o21ai_1	7	35.0
a222oi_1	3	30.0
mux2_2	7	78.8
o21ai_0	16	80.1
inv_1	12	45.0
xor2_1	7	61.3
dfrtp_1	35	876
a221oi_1	3	26.3
and3_1	3	18.8
o21a_1	6	45.0
clkbuf_1	5	18.8
mux2i_1	10	100
nor2_1	26	97.6
buf_4	9	67.6
xnor2_1	19	166
ha_1	19	238
nand3_1	7	35.0
a21oi_1	14	70.1
nand2_1	24	90.1
routing by layer:
metal  track usage  routed length, µm  up-vias
met5             0                  0        -
li1              -                  -     1113
met2         0.348               2870       40
met3        0.0294                180       11
met4        0.0596                132        0
met1         0.377               3060     1024
path summary, 6_finish.rpt:
kind	start	to	slack, ns
setup / recovery	LO[1]$_DFFE_PN0P_	Accu[6]$_DFFE_PN0P_	2.39
hold / removal	state[0]$_DFF_PN1_	state[0]$_DFF_PN1_	0.49
setup reg to reg	LO[1]$_DFFE_PN0P_	Accu[6]$_DFFE_PN0P_	2.39
hold reg to reg	state[0]$_DFF_PN1_	state[0]$_DFF_PN1_	0.49
max in group asynchronous	RESET	state[0]$_DFF_PN1_	4.41
min in group asynchronous	RESET	END_MULT$_DFFE_PN0N_	0.85
power by group:
group	switching (W)	internal, W
Clock	0.000107	0.0000882
Combinational	0.000815	0.000775
Sequential	0.000158	0.000368
No activity file was given, so power comes from the tool's default toggle rates.
