<file path="config.mk">
export PLATFORM = sky130hd
export DESIGN_NAME = multipli_parallel
export DESIGN_NICKNAME = multipli_parallel
export VERILOG_FILES = /design/flow/design.v
export SDC_FILE = /design/flow/constraint.sdc
export NUM_CORES = 4
export LEC_CHECK = 1
export CORE_UTILIZATION = 30
export SYNTH_HDL_FRONTEND = slang
</file>
<file path="constraint.sdc">
current_design multipli_parallel

set clk_period 9.9
set clk_io_pct 0.2

create_clock -name clk0 -period $clk_period [get_ports {CLOCK}]

set non_clock_inputs [all_inputs -no_clocks]
set_input_delay [expr $clk_period * $clk_io_pct] -clock clk0 $non_clock_inputs
set_output_delay [expr $clk_period * $clk_io_pct] -clock clk0 [all_outputs]
</file>
<file path="run.sh">
#!/bin/bash
# OpenROAD 26Q1-2900-gdf79404cd8, Yosys 0.63+post, stock flow scripts
make -C /OpenROAD-flow-scripts/flow DESIGN_CONFIG=/design/flow/config.mk WORK_HOME=/design/flow/orfs finish
</file>
<file path="design.v">
package scoreboard_pkg;
  class scoreboard;
    task automatic compare(logic signed [15:0] real_val,
                           logic signed [15:0] ideal_val);
      if (real_val === ideal_val)
        $display("[%0t] OK   -> %0d == %0d", $time, real_val, ideal_val);
      else
        $error("[%0t] ERROR -> DUV=%0d  REF=%0d", $time, real_val, ideal_val);
    endtask
  endclass
endpackage
module multipli_parallel(CLOCK, RESET, END_MULT, A, B, S, START);
parameter tamano=8;
input CLOCK, RESET;
input logic START;
input logic signed[tamano-1:0] A, B;
output logic signed[2*tamano-1:0] S;
output logic END_MULT;
logic signed [2*tamano-1:0] S_aux;
logic [2*tamano-1:0]END_MULT_aux;
logic signed [tamano-1:0] regA, regB;
always_ff @(posedge CLOCK, negedge RESET)
if (!RESET)
	begin
	regA<=0;regB<=0;END_MULT_aux<=0;
	end
else if (START)
	begin 
	regA<=A;
	regB<=B;
	END_MULT_aux<={START, END_MULT_aux[2*tamano-1:1]};
	end
else
	begin
	regA<=regA;
	regB<=regB;
	S_aux<=regA * regB;
	END_MULT_aux<={1'b0,END_MULT_aux[2*tamano-1:1]};
	end
always_ff @(posedge CLOCK, negedge RESET)
begin
if (!RESET)
	END_MULT<=0;
else
	END_MULT<=END_MULT_aux[0];
end
assign S=S_aux;
endmodule
</file>
==> out/qor.yml <==
floorplan:
  die_area_um2: 14000
  dieWidth_um: 118
  die_y_um: 118
  placement_rows: 42
  core_area_um2: 13200
  initial_core_util_pct: 30.7
  ios: 36
run:
  warnings: 25
  maxCapViolCount: 0
clocking:
  ctsHoldBuffers: 0
  numCtsBuffers: 5
  cts_setup_buffers: 0
  post_cts_resized: 0
  clk_path_buf_depth: 2
  root_buffer: "clkbuf_16"
  clkTransAtPathRegs_ps: 80
  htreeDepth: 2
  clock_latency_ps: 290
  cts_tree: "done"
  numClockSinks: 49
final_timing:
  final.setup.tns_ps: 0
  max_freq_mhz: 226
  drv_slew: 0
  finalSetupViolCount: 0
  finalClockSkew_ps: 7.39
  tightest_slew_ps: 726
  period_used_pct: 44.7
  hold_viol: 0
  finalCriticalPeriod_ps: 4430
  slew_headroom_pct: 51.5
  timing.hold.ws_ps: 348
  rsz0062_at_grt: "no"
drt:
  first_pass_iters: 4
  wl_per_cell_um: 11.4
  avgViaCountPerCell: 4.18
  antennaDiodeCount: 0
  vias: 2426
  drc: 0
  postRouteAntennaNets: 0
  dr.first_iter.drc_count: 90
  routed_wl_mm: 6.63
yosys:
  synth_seq_share_pct: 32.3
  synth_warnings: 0
  avgSynthCellArea_um2: 11.2
  postSynthCellCount: 361
  top_area_share_pct: 27.2
  ys_cells: 361
  synth_flops: 49
  synthesis.area_um2: 4050
  synth-area-yosys_um2: 4050
  synth.distinct_cells: 31
  top_area_cell: "fa_1"
  synthTopCellsByArea: "fa_1, dfrtp_1, edfxtp_1"
cells_and_area:
  fin_util_pct: 36.2
  final_cells: 580
  seq_area_um2: 1310
  drive_gt1_share_pct: 5.69
  final-comb-area_um2: 2400
  postLayoutCellArea_um2: 4780
  syn2layout_area_growth_pct: 18.1
  nFillCells: 1298
setup_path:
  cp-end-kind: "flop"
  reg2reg_slack_ps: 5470
  reg2reg_depth: 15
  start_kind: "flop"
  cp.required_ps: 9940
  crit_fanout: 9
  crit_start: "regB[4]$_DFFE_PN0P_"
  critPathKind: "reg -> reg"
  regToRegStartpoint: "regB[4]$_DFFE_PN0P_"
  endpoint: "S[14]$_DFFE_PP_"
  rr_endpoint: "S[14]$_DFFE_PP_"
  cp_data_arrival_time_ps: 4470
grt:
  grt_pass1_vias: 2487
  grt_start_max_net_pins: 35
  grtUsageTotal_pct: 10.6
  grt_overflow: 0
  antenna_found_initial: 0
  grt_pass1_wl_mm: 11.6
placed_design:
  io_buffers: 35
  gp_congestion: 0.844
  place_area_um2: 4630
  hpwl_mm: 5.37
  placed_cells: 572
status:
  status: "complete, no violations"
power_and_ir_drop:
  irDropWorstVdd_mv: 0.194
  p_leak_nw: 2.19
  powerDensity_nw_per_um2: 330
worst_hold_path:
  worstHoldStart: "END_MULT_aux[1]$_DFF_PN0_"
  hp-class: "reg -> reg"
[state kept, by name (all words and copies together), names as in the netlist]
register,count
regA,8
END_MULT,1
END_MULT_aux,16
regB,8
S,16
[logic make-up after synthesis]
logic type / after synthesis / synth area share, %
xor gates and xnor gates: 14 / 3.03
buffers and inverters: 91 / 8.47
adders and majority gates: 84 / 36.2
and+or+nand+nor: 85 / 11.8
AOI/OAI and AO/OA: 21 / 3.52
DFF: 49 / 32.3
muxes: 17 / 4.73
[worst min-delay path by stage]
stage / endpoint / slack [ps] / cells past startpoint
after CTS: END_MULT_aux[0]$_DFF_PN0_ / 350 / 0
after global routing: END_MULT_aux[2]$_DFF_PN0_ / 360 / 0
final: END_MULT_aux[0]$_DFF_PN0_ / 350 / 0
[layout by cell type, fill, tap and decap left out, types with 2 or more instances in the layout]
cell type,netlist,layout
a21o_1,2,2
a21oi_1,7,7
a21oi_2,2,2
and2_1,43,43
buf_4,0,3
clkbuf_16,0,5
clkdlybuf4s50_1,0,35
dfrtp_1,33,33
edfxtp_1,16,16
fa_1,55,55
ha_1,29,29
inv_1,88,88
inv_6,0,3
mux2_1,9,9
mux2_2,8,8
nand2_1,15,15
nand3_1,2,2
nand4_1,2,2
nor2_1,9,9
nor2b_1,9,9
nor3_1,2,2
o21a_1,2,2
o21ai_1,3,3
xnor2_1,11,11
xor2_1,3,3
[power breakdown]
part           switching, mW  internal, mW
Combinational          0.559         0.507
Clock                 0.0839        0.0967
Sequential            0.0233         0.307
Total                  0.666         0.911
[synthesized netlist by cell type, drive strengths merged]
library cell,n
xor2,3
inv,88
o211ai,1
nand3,2
o31a,1
edfxtp,16
o41ai,1
o21a,2
clkbuf,2
dfrtp,33
xnor2,11
a21o,2
nand4,2
o21ai,4
a21oi,9
or4,1
nor4b,1
nand2b,1
nand2,15
nor2,9
nor2b,9
and2,43
mux2,17
buf,1
a21boi,1
nor3,2
fa,55
ha,29
[per-stage QoR]
step | worst slack (ps) | total power, mW
final | 5470 | 1.58
after global placement | 5510 | 1.40
after global routing | 5220 | 1.76
after CTS | 5460 | 1.61
after floorplan | 5640 | 1.18
after detailed placement | 5470 | 1.41
[cell type report]
class	count	area share (%)
clock buffers	5	2.62
clock inverters	3	0.550
inverters	88	6.91
multi-input cells	221	50.2
flip-flops and latches	49	27.3
well taps	176	4.61
repair buffers	38	7.80
[worst max-delay path, cell delays in order (launching register included)]
cell	delay [ps]
dfrtp_1	460
and2_1	210
fa_1	530
inv_1	50
fa_1	480
inv_1	60
fa_1	520
inv_1	50
fa_1	530
inv_1	40
ha_1	340
o21a_1	200
o31a_1	130
nor4b_2	300
o21ai_1	130
xor2_1	150
[per-layer routing]
layer	wire length, µm	global-route usage (%)
met5	0	0
met4	58	0.881
met3	221	1.82
met2	3230	16.8
met1	3120	16.8
Power figures rest on the tool's default switching activity, not on a simulated workload.
